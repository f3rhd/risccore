## /design/flow/config.mk

```make
export PLATFORM = sky130hd
export DESIGN_NAME = pipeline_register_mem_wb
export DESIGN_NICKNAME = pipeline_register_mem_wb
export VERILOG_FILES = /design/flow/design.v
export SDC_FILE = /design/flow/constraint.sdc
export NUM_CORES = 4
export LEC_CHECK = 1
export CORE_AREA = 10 10 236 236
export DIE_AREA = 0 0 246 246
```

## /design/flow/constraint.sdc

```tcl
current_design pipeline_register_mem_wb

set clk_period 1.0
set clk_io_pct 0.2

create_clock -name clk0 -period $clk_period [get_ports {clk}]

set non_clock_inputs [all_inputs -no_clocks]
set_input_delay [expr $clk_period * $clk_io_pct] -clock clk0 $non_clock_inputs
set_output_delay [expr $clk_period * $clk_io_pct] -clock clk0 [all_outputs]
```

## /design/flow/design.v

```verilog
module pipeline_register_mem_wb(
    input logic clk,
    input logic reset,
    input logic enable,
    input logic[3:0] ctrl_signals_in,
    input logic[31:0] lt_sgn_ext_in,
    input logic[31:0] ram_output_in,
    input logic[31:0] alu_result_in,
    input logic[31:0] imm_in,
    input logic[31:0] pcimm_in,
    input logic[31:0] pc4_in,
    input logic[4:0] reg_write_addr_in,
    output logic[3:0] ctrl_signals_out,
    output logic[31:0] lt_sgn_ext_out,
    output logic[31:0] ram_output_out,
    output logic[31:0] alu_result_out,
    output logic[31:0] imm_out,
    output logic[31:0] pcimm_out,
    output logic[31:0] pc4_out,
    output logic[4:0] reg_write_addr_out
);
    always_ff @(posedge clk) begin
        if(reset) begin
            ctrl_signals_out <= '0;
            lt_sgn_ext_out <= '0;
            alu_result_out <= '0;
            ram_output_out <= '0;
            imm_out <= '0;
            pcimm_out <= '0;
            pc4_out <= '0;
            reg_write_addr_out <= '0;
        end
        else if(enable) begin
            ctrl_signals_out <= ctrl_signals_in;
            lt_sgn_ext_out <= lt_sgn_ext_in;
            alu_result_out <= alu_result_in;
            ram_output_out <= ram_output_in;
            imm_out <= imm_in;
            pcimm_out <= pcimm_in;
            pc4_out <= pc4_in;
            reg_write_addr_out <= reg_write_addr_in;
        end
    end
endmodule
```

## /design/flow/run.sh

```bash
#!/bin/bash
# OpenROAD 26Q1-2900-gdf79404cd8, Yosys 0.63+post, stock flow scripts
make -C /OpenROAD-flow-scripts/flow DESIGN_CONFIG=/design/flow/config.mk WORK_HOME=/design/flow/orfs finish
```

==> results_dict.tcl <==
# flow metrics
set metrics [dict create \
    overflow 0 \
    worst_slew_pin_slew_ns 0.3469 \
    cts_buffer_depth 3 \
    first_pass_iters 4 \
    routed_via_density 3.382 \
    cp_slowest_cell "dfxtp_4" \
    largest_area_cell "dfxtp_1" \
    netlist.area_leader.share_pct 54.90 \
    numCtsBuffers 24 \
    timing.fmax_mhz 809.0 \
    routed-wl-met3_um 2165 \
    yosysChipArea_mm2 0.007330 \
    violations "negative setup slack" \
    grt_pass1_wl_um 38170 \
    layoutNonFillerInstCount 1787 \
    power_leakage_nw 5.880 \
    crit_cells 1 \
    clk_pin_slew_ns 0.06 \
    setup_tns_ns -29.91 \
    drt_iter0_drc 151 \
    place_inst 1730 \
    synth_seq_share_pct 54.90 \
    rsz0062_at_grt "true" \
    crit_end "lt_sgn_ext_out[2]" \
    drt-total-wl_um 26290 \
    finalHoldViolCount 0 \
    startpoint "lt_sgn_ext_out[2]" \
    yosysWarnings 1 \
    gp_congestion 0.7776 \
    worst_ir_drop_vdd_uv 1129 \
    syn_to_final_growth_pct 71.18 \
    grt_max_degree 26 \
    drive_gt1_share_pct 45.24 \
    p_per_area_mw_per_mm2 1577 \
    drcViolationCount 0 \
    xor_share_pct 0 \
    fillers 5311 \
    worst_slack_ns -0.2360 \
    relSlewSlack_pct 76.87 \
    cp_slowest_stage_delay_ns 0.40 \
    synth-simple-area-share_pct 10.29 \
    yosysUniqueCellTypes 7 \
    reg2reg_slack_ns 0.16 \
    routed.top_layer "met4" \
    route.met2.wl_um 13090 \
    synthCells 648 \
    aoi_share_pct 0 \
    netlist_logic_family_top "multiplexers" \
    rows 82 \
    mux_area_share_pct 27.45 \
    worst_hold_slack_ns 0.05648 \
    reg2reg_depth 4 \
    wl_per_cell_um 14.71 \
    antenna_found_initial 0 \
    netlist_area_mm2 0.007330 \
    clock_latency_ns 0.52 \
    timing.rr.end "lt_sgn_ext_out[21]" \
    path_class "flip-flop to output pin" \
    fin_skew_ns 0 \
    syn_area_per_cell_um2 11.31 \
    setup_violations 201 \
    logic_area_mm2 0.002766 \
    tool_warnings 27 \
    grt_pass1_vias 6192 \
    final_max_slew_viol_count 0 \
    end_kind "output pin" \
    cp_max_fo 2 \
    floorplan.core_util_pct 14.55 \
    area_leaders "dfxtp_1 55%, mux2i_1 27%, nor2_1 10%" \
    dieHeight_um 246 \
    crit_arrival_ns 1.04 \
    min_period_ns 1.236 \
    cts_root_buffer "clkbuf_16" \
    critPathLaunchType "flip-flop" \
    pre_cts_slack_ns -0.2416 \
    regArea_mm2 0.004278 \
    worst_hold_path_type "input pin to flip-flop" \
    dieArea_mm2 0.06052 \
    track_usage_pct 8.119 \
    drt-met1-wl_um 10400 \
    fa_ha_area_share_pct 0 \
    core_mm2 0.05038 \
    crit_family "flip-flops" \
    max_cap_viol_count 0 \
    hpwl_um 20250 \
    period_used_pct 123.6 \
    ys_cells 648 \
    cts_tree "done" \
    via_count 6043 \
    timing.rr.start "lt_sgn_ext_out[21]" \
    port_buffers 404 \
    io_pins 405 \
    die_w_um 246 \
    postRouteAntennaNets 0 \
    clock-sinks 201 \
    hold_buffers 0 \
    worstPathRequired_ns 0.80 \
    outcome "finished with violations" \
    worstPathCellList "buf_6" \
    ys.flops 201 \
    path_buffers 1 \
    h-tree-depth 1 \
]
## Yosys cell counts (all sizes together)
cell,instances
mux2i,201
buf,40
nor2,201
dfxtp,201
clkbuf,5
## worst min-delay path by stage
| stage | startpoint | end | slack, ns | depth (start not counted) |
|---|---|---|---|---|
| CTS | reset | pcimm_out[7] | 0.03 | 3 |
| global route | reset | pcimm_out[7] | 0.05 | 3 |
| finish | reset | pcimm_out[7] | 0.06 | 3 |
## area by class of cell
| type | instances | share of cell area, % |
|---|---|---|
| antenna | 1 | 0.01994 |
| sequential | 201 | 34.09 |
| timing repair buffer | 469 | 31.19 |
| tap | 672 | 6.701 |
| clock buffer | 36 | 5.634 |
| multi-input combinational | 402 | 22.05 |
| clock inverter | 6 | 0.3091 |
## layer usage
| layer | track usage (%) | vias up |
|---|---|---|
| li1 | - | 3042 |
| met1 | 9.737 | 2783 |
| met2 | 13.99 | 186 |
| met3 | 2.601 | 32 |
| met4 | 1.724 | 0 |
| met5 | 0 | - |
## kinds of logic (layout without fill, tap and decap cells)
logic type / Yosys count / count (layout)
buffers and inverters: 45 / 511
flip-flops: 201 / 201
AND/OR/NAND/NOR: 201 / 201
multiplexers: 201 / 201
other: 0 / 1
## layout by cell type, fill, tap and decap left out, drive strengths merged
master	Yosys	final
dfxtp	201	201
nor2	201	201
clkbuf	5	36
buf	40	268
clkdlybuf4s50	0	201
clkinvlp	0	2
mux2i	201	201
clkinv	0	4
diode	0	1
## power by group
| group | internal [mW] | switching [mW] |
|---|---|---|
| Clock | 4.86 | 3.40 |
| Sequential | 8.59 | 0.236 |
| Combinational | 1.77 | 0.930 |
## per-stage QoR
stage               utilization [%]  power, mW  cell area [um2]
floorplan                         -      9.876             7330
global placement              24.30      11.94            12240
detailed placement            24.30      11.97            12240
CTS                           24.71      20.23            12450
global route                  24.90      20.79            12540
finish                        24.91      19.78            12550
## state kept, by name, summed over array words and instances, names as in the netlist
signal and count:
pcimm_out 32, imm_out 32, pc4_out 32, lt_sgn_ext_out 32
ctrl_signals_out 4, alu_result_out 32, reg_write_addr_out 5, ram_output_out 32
## timing repair
item,in CTS,in global routing
setup buffers,6,8
resized,904,6
endpoints found under the setup margin,201,201
gates cloned,0,0
Power and IR drop assume default switching activity.
