**/design/flow/design.v**
```verilog
module pipeline_register_ex_mem(
    input logic clk,
    input logic reset,
    input logic enable,
    input logic[9:0] ctrl_signals_in,
    input logic[31:0] lt_sgn_ext_in,
    input logic[31:0] alu_result_in,
    input logic[31:0] ram_data_in,
    input logic[31:0] imm_in,
    input logic[31:0] pcimm_in,  
    input logic[31:0] pc4_in,
    input logic[4:0] reg_write_addr_in,
    output logic[11:0] ctrl_signals_out,
    output logic[31:0] lt_sgn_ext_out,
    output logic[31:0] alu_result_out,
    output logic[31:0] ram_datain_out,
    output logic[31:0] imm_out,
    output logic[31:0] pcimm_out, 
    output logic[31:0] pc4_out,
    output logic[4:0] reg_write_addr_out
);
    always_ff @(posedge clk) begin
        if(reset) begin
            ctrl_signals_out <= '0;
            lt_sgn_ext_out <= '0;
            alu_result_out <= '0;
            ram_datain_out <= '0;
            imm_out <= '0;
            pcimm_out <= '0;
            pc4_out <= '0;
            reg_write_addr_out <= '0;
        end
        else if(enable) begin
            ctrl_signals_out <= ctrl_signals_in;
            lt_sgn_ext_out <= lt_sgn_ext_in;
            alu_result_out <= alu_result_in;
            ram_datain_out <= ram_data_in;
            imm_out <= imm_in;
            pcimm_out <= pcimm_in;
            pc4_out <= pc4_in;
            reg_write_addr_out <= reg_write_addr_in;
        end
    end
endmodule
```
**/design/flow/run.sh**
```bash
#!/bin/bash
# OpenROAD 26Q1-2900-gdf79404cd8, Yosys 0.63+post, stock flow scripts
make -C /OpenROAD-flow-scripts/flow DESIGN_CONFIG=/design/flow/config.mk WORK_HOME=/design/flow/orfs finish
```
**/design/flow/config.mk**
```make
export PLATFORM = sky130hd
export DESIGN_NAME = pipeline_register_ex_mem
export DESIGN_NICKNAME = pipeline_register_ex_mem
export VERILOG_FILES = /design/flow/design.v
export SDC_FILE = /design/flow/constraint.sdc
export NUM_CORES = 4
export LEC_CHECK = 1
export CORE_AREA = 10 10 275 275
export DIE_AREA = 0 0 285 285
```
**/design/flow/constraint.sdc**
```tcl
current_design pipeline_register_ex_mem

set clk_period 1.0
set clk_io_pct 0.2

create_clock -name clk0 -period $clk_period [get_ports {clk}]

set non_clock_inputs [all_inputs -no_clocks]
set_input_delay [expr $clk_period * $clk_io_pct] -clock clk0 $non_clock_inputs
set_output_delay [expr $clk_period * $clk_io_pct] -clock clk0 [all_outputs]
```
==> out/writeup.txt <==
For reference, the clock transition at the flip-flops on the worst setup and hold paths is 0.06 ns. For the floorplan utilization, the log shows 0.105. The count of buffers from port buffering was 416.

The final critical-path setup slack is -0.200 ns, and the first-pass detailed-route iteration total is 4. The run gives 1 for the number of warnings reported in the yosys synthesis log. For this block, the initial DRC count from the detailed router was 202. The via-per-instance ratio came out at 3.01.

The tools report the fraction of power consumed by the clock network as 0.413. The most critical min-delay path falls under input pin to flop. The number of maximum-capacitance violations recorded for the run is 0. The H-tree depth is 1. The first global-routing pass estimated 41.5 mm of wire. The synthesis stat section lists a flop and latch total of 207. In this run the deepest clock path goes through 3 buffers. Of all cell types, the one taking the most synthesized area is dfxtp_1.

Fraction of power consumed by sequential logic: 0.450. Clock tree synthesis inserted a total of 25 buffers. The DRC violation total left in the routed layout is recorded as 0. The report lists the power per cell area as 1540 mW/mm2.

For the net switching power, the log shows 4.95 mW. The run gives 0 as the initial antenna violation count. STA classifies the critical path endpoint as an output pin. The signal on the critical path passes through buf_6. STA shows the worst reg2reg path with a cell count of 4.

Setup total negative slack on the finished layout was measured at -35.32 ns. The register area share after synthesis was 0.565; the placeable core region was 0.0698 mm2. TritonCTS built the clock tree. After detailed routing, the met3 layer carries 2.82 mm of wire. The signal arrival time at the worst endpoint came out at 1.00 ns.

The cell type of the slowest stage on the worst timing path was dfxtp_2. The main area contributors are dfxtp_1 (57%), mux2i_1 (28%), nor2_1 (11%). The final cell count without fillers was 2083. The tools report the endpoint of the lowest-slack register-to-register path as imm_out[4]. With the number of filler cells placed in the layout at 7615, the switching part of the total is 0.245.

The tree is rooted in a clkbuf_16. The run gives 6706 for the number of global-route vias before repair. The startpoint of the lowest-slack hold path is enable. The largest single stage delay on the critical path is 0.35 ns. For the worst reg-to-reg path, the startpoint reported by OpenROAD is imm_out[4]. With the count of final setup violators at 207, the tool warning count is 28. STA classifies the critical path startpoint as a flop.

For this design, Yosys synthesis ends with a cell count of 670. The worst path in the final design needs a cycle of 1.20 ns, including I/O delays and setup. The total routing resource utilization after global routing was 0.0644. With the netlist area before placement at 0.00733 mm2, the number of primary I/O pins is 419. Per STA, the endpoint of the critical path is alu_result_out[12].

The tree built by TritonCTS fans out to 207 sinks. Setup repair after global routing could not meet its margin everywhere. The flop-to-flop setup slack was 0.17 ns; the met2 wire length was 13.0 mm. Type of the worst setup path: flop to output pin. Among cell families on the critical path, the largest total delay comes from flip-flops.

For the overall via count from detail_route, the log shows 6261. Combinational power share: 0.137. The highest attainable clock frequency came out at 0.833 GHz. The count of nets left with antenna violations once routing finished came out at 0.

The launch point of the critical path was reported as alu_result_out[12]. The wire length recorded after detailed routing is 27.8 mm. In this run the VDD rail shows a maximum IR drop of 1.08 mV. The run gives 0 for the count of final hold-check violations. From left edge to right edge, the die measures 285 um. The run finished, with violations left. The ratio of final minimum period to clock period is 1.20.

The share of the synthesized area in the top cell type is 0.565, and the vertical die dimension is 285 um. Each instance of the synthesized netlist takes up on average 10.9 um2. Per the synthesis report, the number of distinct cell types is 9.

The run gives 0.450 for the share of final-layout standard cells stronger than drive strength 1. The power report puts the leakage power at 6.01 nW. The worst slack at placement was -0.131 ns; the routability congestion estimate from global placement was 0.819.

The critical-path maximum fanout came out at 2. Internal power comes to 15.3 mW. Routed signal wires occupy layers up through met4. Detailed placement HPWL: 21.5 mm. The critical path depth in cells is 1, and the number of buffer and inverter instances along the worst setup path is 1. The chip area line in the Yosys stat output reads 0.00733 mm2.

The final reports fail on negative setup slack. In this run, placement finished with an instance count of 2027. In the per-layer summary, the met1 wirelength comes to 11.3 mm.

Entering global routing, the biggest net connects 32 pins. The clock insertion delay at the later pin of the skew report was 0.55 ns. With the count of inserted antenna diode cells at 0, the mean routed wirelength per cell is 13.3 um.

The die area is 0.0812 mm2, and the required time reported for the critical path endpoint is 0.80 ns. In the final run the clock tree shows a worst skew of 0 ns. The final max-slew violation count recorded for this run is 0. With the number of cell rows at 97, the remaining global-route overflow is 0.

For the number of instances in the synthesized netlist, the log shows 670. The area growth from synthesis to layout is 79.1%.
==> worst min path at each step <==
stage	endpoint	slack (ns)	cells after the start
6_report	pcimm_out[18]	0.14	4
5_1_grt	pcimm_out[18]	0.14	4
4_1_cts	pcimm_out[18]	0.11	4
==> placed cells by master, fill, tap and decap left out <==
| cell | instances |
|---|---|
| buf_12 | 13 |
| buf_2 | 173 |
| buf_4 | 44 |
| buf_6 | 35 |
| buf_8 | 1 |
| clkbuf_1 | 5 |
| clkbuf_16 | 25 |
| clkdlybuf4s50_1 | 207 |
| clkinv_2 | 9 |
| clkinvlp_4 | 3 |
| conb_1 | 2 |
| dfxtp_2 | 207 |
| dlygate4sd3_1 | 1 |
| inv_6 | 4 |
| mux2i_1 | 207 |
| nor2_1 | 207 |
==> Yosys cell counts, drive strengths merged <==
library cell  instances
nor2                207
clkbuf               14
conb                  1
mux2i               207
buf                  34
dfxtp               207
==> power by group through the flow <==
stage / Sequential, mW / Combinational, mW / Clock (mW)
6_report: 9.09 / 2.78 / 8.35
5_1_grt: 9.16 / 3.04 / 9.05
4_1_cts: 9.09 / 2.81 / 8.72
==> repair_timing <==
item,in CTS,in global routing
endpoints found under the setup margin,207,207
pin swaps,0,0
hold endpoints to repair,1,0
resized,920,13
hold buffers,1,0
buffers inserted,6,3
==> metrics by stage <==
| stage | hold slack, ns | instance area, um2 | utilization | power (mW) |
|---|---|---|---|---|
| 2_1_floorplan | 0.347 | 7330 | - | 10.1 |
| 3_3_place_gp | 0.471 | 12900 | 0.184 | 12.3 |
| 3_5_place_dp | 0.480 | 12900 | 0.184 | 12.3 |
| 4_1_cts | 0.105 | 13000 | 0.187 | 20.6 |
| 5_1_grt | 0.140 | 13100 | 0.188 | 21.2 |
| 6_report | 0.137 | 13100 | 0.188 | 20.2 |
==> registers in the layout, summed over array words and instances, names as in the netlist <==
name / cells
alu_result_out: 32
lt_sgn_ext_out: 32
ctrl_signals_out: 10
reg_write_addr_out: 5
imm_out: 32
pcimm_out: 32
pc4_out: 32
ram_datain_out: 32
==> per-layer routing <==
layer,vias up,global-route usage
li1,3122,-
met1,2841,0.0778
met2,261,0.107
met3,37,0.0264
met4,0,0.0137
met5,-,0
==> cell families after synthesis <==
| family | after synthesis | synth area share |
|---|---|---|
| mux | 207 | 0.283 |
| simple gates | 207 | 0.106 |
| buf+inv | 48 | 0.0456 |
| flops | 207 | 0.565 |
| other cells | 1 | 0.000512 |
==> layout make-up <==
class / count / area, um2 / share of cell area
Clock buffer: 30 / 644 / 0.0491
Clock inverter: 16 / 103 / 0.00781
Multi-Input combinational cell: 416 / 2860 / 0.218
Sequential cell: 207 / 4400 / 0.335
Tap cell: 940 / 1180 / 0.0896
Timing Repair Buffer: 474 / 3950 / 0.301
Power and IR drop assume default switching activity.
