<file path="./config.mk">
export PLATFORM = sky130hd
export DESIGN_NAME = pipeline_register_id_ex
export DESIGN_NICKNAME = pipeline_register_id_ex
export VERILOG_FILES = /design/flow/design.v
export SDC_FILE = /design/flow/constraint.sdc
export NUM_CORES = 4
export LEC_CHECK = 1
export CORE_AREA = 10 10 236 236
export DIE_AREA = 0 0 246 246
</file>
<file path="./constraint.sdc">
current_design pipeline_register_id_ex

set clk_period 1.1
set clk_io_pct 0.2

create_clock -name clk0 -period $clk_period [get_ports {clk}]

set non_clock_inputs [all_inputs -no_clocks]
set_input_delay [expr $clk_period * $clk_io_pct] -clock clk0 $non_clock_inputs
set_output_delay [expr $clk_period * $clk_io_pct] -clock clk0 [all_outputs]
</file>
<file path="./design.v">
module pipeline_register_id_ex(
    input logic clk,
    input logic reset,
    input logic enable,
    input logic[25:0] ctrl_signals_in,
    input logic[31:0] read1_in,
    input logic[31:0] read2_in,
    input logic[31:0] imm_in,
    input logic[31:0] pc_in,
    input logic[31:0] pc4_in,
    input logic[4:0] reg_write_addr_in ,
    input logic[4:0] rs1_addr_in,
    input logic[4:0] rs2_addr_in,
    output logic[25:0] ctrl_signals_out,
    output logic[31:0] read1_out,
    output logic[31:0] read2_out,
    output logic[31:0] imm_out,
    output logic[31:0] pc_out,
    output logic[31:0] pc4_out,
    output logic[4:0] reg_write_addr_out,
    output logic[4:0] rs1_addr_out,
    output logic[4:0] rs2_addr_out
);
    always_ff @(posedge clk) begin
        if(reset) begin
            ctrl_signals_out <= '0;
            read1_out <= '0;
            read2_out <= '0;
            imm_out  <= '0;
            pc_out <= '0;
            pc4_out <= '0;
            reg_write_addr_out <= '0;
            rs1_addr_out <= '0;
            rs2_addr_out <= '0;
        end
        else if(enable) begin
            ctrl_signals_out <= ctrl_signals_in;
            read1_out <= read1_in;
            read2_out <= read2_in;
            imm_out  <= imm_in;
            pc_out <= pc_in;
            pc4_out <= pc4_in;
            reg_write_addr_out <= reg_write_addr_in;
            rs1_addr_out <= rs1_addr_in;
            rs2_addr_out <= rs2_addr_in;
        end
    end
endmodule
</file>
<file path="./run.sh">
#!/bin/bash
# OpenROAD 26Q1-2900-gdf79404cd8, Yosys 0.63+post, stock flow scripts
make -C /OpenROAD-flow-scripts/flow DESIGN_CONFIG=/design/flow/config.mk WORK_HOME=/design/flow/orfs finish
</file>
==> flow_summary.ini <==
; flow metrics
[clock_network]
cts_made_buffers = 24
cts_sinks = 201
cts.clk_slew.worst_paths_ps = 60
clk_path_buf_depth = 3
hold_buffers = 0
clk_latency_ps = 530
htree_levels = 1
cts_root_buf = clkbuf_16
cts_tree = built

[yosys]
synth_flops = 201
top_area_share_pct = 54.9
synth-edff-count = 0
avgSynthCellArea_sq_um = 11.3
ys_area_sq_um = 7330
synth_area_sq_um = 7330
largest_area_cell = dfxtp_1
ys_cells = 648
yosys_warnings = 1
netlist_instances = 648
common_cells = dfxtp_1 (201), mux2i_1 (201), nor2_1 (201), buf_12 (21), buf_2 (17)
synthArstFlopShare_pct = 0
flop_cell = dfxtp_1
ys_types = 7
synthTopCellsByArea = dfxtp_1 (55%), mux2i_1 (27%), nor2_1 (10%)
synth_seq_share_pct = 54.9

[sta]
setup_viol = 201
hold_viol = 0
skew_ps = 0
slew_viol_final = 0
hold_ws_ps = 70.7
worst_pin_slew_ps = 385
fmax_mhz = 840
rsz0062_at_grt = true
min_period_over_period_pct = 108
setup_slack_ps = -90.2
period_needed_ps = 1190
maxSlewHeadroom_pct = 74.3

[global_routing]
grt_max_degree = 25
antenna_found_initial = 0
overflow = 0
track_usage_pct = 7.95
grt_pass1_wl_um = 38100
grt_pass1_vias = 6218

[critical_path]
cp_top_family = flip-flops
required_ps = 880
endpoint_kind = output pin
cp_slowest_stage_delay_ps = 320
cp_max_fo = 2
startpoint_type = register
path_class = reg -> out
cp.buffers_inverters = 1
arrival_ps = 970
crit_path_top_delay_cell = dfxtp_2
path_cells = buf_2

[cells_and_area]
final_area_sq_um = 12500
layout.area.comb_sq_um = 2770
regArea_sq_um = 4280
syn_to_final_growth_pct = 70.0
drive_above_1_share_pct = 44.9
fin_cells = 1769
num-fill-cells = 5335

[detailed_routing]
antenna_cells = 0
finalWirelength_um = 25600
drc = 0
via_count = 6033
ant_nets = 0
drt_iter0_drc = 121
post_drt_wl_per_cell_um = 14.5
drtPass1Iterations = 4
avgViaCountPerCell = 3.41

[power_and_ir_drop]
combPwrFrac_pct = 12.6
peakVddDrop_mv = 1.15
power.total_mw = 18.9
p_sw_share_pct = 22.3
pwr_density_cell_nw_per_um2 = 1520
seqPwrFrac_pct = 42.4
intPower_mw = 14.7
leakage_nw = 5.84
p_switching_mw = 4.21
clockPowerShare_pct = 45.0

[place]
placed_area_sq_um = 12100
port_buffers = 404
placed_cells = 1719
hpwl_um = 19500
place.gp.congestion = 0.790

[die]
chipArea_sq_um = 60500
ioPinCount = 405
fp-utilization_pct = 14.5
coreArea_sq_um = 50400
die.size.x_um = 246
die_h_um = 246
rows = 82

[outcome]
status = complete, but fails checks
violations = setup timing

[run]
cap_violations = 0
tool_warnings = 27

[hold_path]
hold_path.class = in -> reg
[registers in the layout, indices dropped and copies added (netlist names)]
register	cells
imm_out	32
pc4_out	32
pc_out	32
read1_out	32
read2_out	32
ctrl_signals_out	26
reg_write_addr_out	5
rs1_addr_out	5
rs2_addr_out	5
[cells in the final DEF, fill, tap and decap left out, drive strengths merged]
cell type,count
clkdlybuf4s50,201
clkinv,4
clkbuf,37
bufinv,2
nor2,201
buf,249
clkinvlp,1
mux2i,201
dfxtp,201
[power groups by stage]
stage,Combinational [mW],Sequential (mW),Clock (mW)
after CTS,2.40,8.01,8.89
after global routing,2.63,8.07,9.16
final,2.38,8.02,8.50
[final cells by class]
cell class | count | area share, %
Clock inverter | 7 | 0.733
Sequential cell | 201 | 34.3
Multi-Input combinational cell | 402 | 22.2
Clock buffer | 37 | 6.26
Timing Repair Buffer | 450 | 29.8
Tap cell | 672 | 6.75
[path summary, 6_finish.rpt]
path	from	end	slack, ps	cells after the start
setup / recovery	read2_out[23]	read2_out[23]	-90	1
hold / removal	reset	pc4_out[24]	70	2
setup reg to reg	read2_out[3]	read2_out[3]	370	3
hold reg to reg	pc_out[22]	pc_out[22]	470	2
[repair_timing]
item,4_1_cts,5_1_grt
setup buffers,2,4
gates resized,869,14
endpoints found under the setup margin,201,201
cloned,0,0
pin swaps,0,0
endpoints found under the hold margin,0,0
[per-stage QoR]
step	worst slack (ps)	utilization [%]	TNS (ps)
3_3_place_gp	-0.429	24.1	-0.429
4_1_cts	-149	24.5	-24390
3_5_place_dp	8.84	24.1	0
6_report	-90.2	24.7	-13930
2_1_floorplan	109	-	0
5_1_grt	-155	24.7	-24720
[cell families after synthesis]
logic type / count (synthesis) / synth area share [%]
and+or+nand+nor: 201 / 10.3
DFF: 201 / 54.9
buffers and inverters: 45 / 7.36
muxes: 201 / 27.4
[layer usage]
metal | vias to the layer above | track usage (%) | routed length (um)
met5 | - | 0 | 0
met4 | 0 | 1.45 | 509
met3 | 30 | 4.54 | 3640
met2 | 301 | 12.1 | 11100
met1 | 2685 | 9.76 | 10400
li1 | 3017 | - | -
